===== design.v =====
module IDU (
    input          clk,
    input          rst_n,
    input [31:0]   inst,
    input [31:0]   exu_result,
    output         reg_write_en,
    output reg [31:0]  imm,
    output [31:0]  rs1_data,
    output [31:0]  rs2_data
);
    wire [6:0] opcode = inst[6:0];
    wire [4:0] rd     = inst[11:7];
    wire [4:0] rs1    = inst[19:15];
    wire [4:0] rs2    = inst[24:20];
    wire [2:0] funct3 = inst[14:12];
    wire [6:0] funct7 = inst[31:25];
    assign reg_write_en = (opcode == 7'b0010011);  
    always @(*) begin
        case (opcode)
            7'b0010011:  
                imm = {{20{inst[31]}}, inst[31:20]};
            default:
                imm = 32'b0;
            endcase
    end
    reg [31:0] regs [0:31];
    assign rs1_data = (rs1 == 0) ? 32'b0 : regs[rs1];
    assign rs2_data = (rs2 == 0) ? 32'b0 : regs[rs2];
    always @(posedge clk or negedge rst_n) begin
        if (!rst_n) begin
            integer i;
            for (i = 0; i < 32; i = i + 1) begin
                regs[i] <= 32'b0;
            end
        end
        else if (reg_write_en && rd != 0) begin
            regs[rd] <= exu_result;
        end
    end
endmodule

===== config.mk =====
export PLATFORM = sky130hd
export DESIGN_NAME = IDU
export DESIGN_NICKNAME = IDU
export VERILOG_FILES = /design/flow/design.v
export SDC_FILE = /design/flow/constraint.sdc
export NUM_CORES = 4
export LEC_CHECK = 1
export CORE_UTILIZATION = 40

===== run.sh =====
#!/bin/bash
# OpenROAD 26Q1-2900-gdf79404cd8, Yosys 0.63+post, stock flow scripts
make -C /OpenROAD-flow-scripts/flow DESIGN_CONFIG=/design/flow/config.mk WORK_HOME=/design/flow/orfs finish

===== constraint.sdc =====
current_design IDU

set clk_period 17.3
set clk_io_pct 0.2

create_clock -name clk0 -period $clk_period [get_ports {clk}]

set non_clock_inputs [all_inputs -no_clocks]
set_input_delay [expr $clk_period * $clk_io_pct] -clock clk0 $non_clock_inputs
set_output_delay [expr $clk_period * $clk_io_pct] -clock clk0 [all_outputs]

==> results.py <==
# Metrics from the implementation run
metrics = {
    "setup_path": {
        "critPathMaxFanout": 32,
        "worst-endpoint-required_ns": 13.84,
        "regToRegSetupSlack_ns": 16.42,
        "crit_chain": "buf_4, buf_4, nand3_1, nor2_4, buf_4, a22oi_1, nand3_1, nor2_1, a21oi_1, clkdlybuf4s50_1",
        "cp-start-kind": "input pin",
        "critPathKind": "in -> out",
        "end_kind": "output port",
        "cp_slowest_stage_delay_ns": 1.03,
        "slowest_stage": "nor2_4",
        "cpMostUsedCell": "buf_4",
        "crit_arrival_ns": 8.20,
    },
    "finish": {
        "fillers": 10977,
        "largest_reg_flops": 992,
        "top_regs": "regs x992",
        "final-seq-area_sq_um": 24800,
        "syn_to_final_growth_pct": 15.2,
        "final_core_util_pct": 46.7,
        "combGateArea_sq_um": 23400,
        "layout-drive-gt1-share_pct": 30.0,
        "stdcell_area_sq_um": 57100,
        "top_register": "regs",
    },
    "cts": {
        "clockRootBuffer": "clkbuf_16",
        "holdBufCountCts": 0,
        "cts_tree": "done",
        "postCtsResizedCells": 0,
        "max-clock-path-buffers": 3,
        "clock_latency_ns": 0.71,
        "cts_setup_buffers": 0,
        "clk_pin_slew_ns": 0.06,
        "cts_buffers": 109,
        "clock-sinks": 992,
        "cts-htree-levels": 3,
    },
    "synthesis": {
        "top_cell": "dfrtp_1",
        "yosys.area.top_type_share_pct": 50.1,
        "netlist_area_sq_um": 49500,
        "ys_warn_count": 2,
        "netlist_instances": 4239,
        "ys_cells": 4239,
        "topCellsByArea": "dfrtp_1 50%, mux2_2 19%, a22oi_1 12%",
        "synthDistinctLibCells": 58,
        "flop_cell": "dfrtp_1",
        "edf_count": 0,
        "ys_area_sq_um": 49500,
        "ys_async_sr_fraction_pct": 100,
        "synth_top_cell_by_area": "dfrtp_1",
        "common_cells": "992 x dfrtp_1, 817 x mux2_2, 807 x a22oi_1, 306 x clkbuf_1, 187 x nand2_1",
        "ys.flops": 992,
        "postSynthSeqShare_pct": 50.1,
        "avgSynthCellArea_sq_um": 11.7,
    },
    "grt": {
        "grt_pass1_vias": 42582,
        "grt_pass1_wl_microns": 345000,
        "antenna_found_initial": 15,
        "grt_usage_pct": 41.3,
        "grt_overflow": 0,
        "grt_max_degree": 121,
    },
    "place": {
        "port_buffers": 159,
        "gp_congestion": 1.02,
        "dpl_cell_area_sq_um": 53400,
        "pre_cts_slack_ns": 6.03,
        "dp_hpwl_microns": 143000,
    },
    "final_timing": {
        "skew_ns": 0,
        "period_needed_ns": 11.66,
        "rsz0062_at_grt": "no",
        "worstMarginPinSlew_ns": 1.19,
        "drv_slew": 0,
        "period_used_pct": 67.4,
        "whs_ns": 0.515,
        "hold_viol_final": 0,
        "setup_viol_count_final": 0,
        "relSlewSlack_pct": 20.3,
        "final.setup.worst_slack_ns": 5.64,
        "tns_ns": 0,
        "max_freq_ghz": 0.0858,
    },
    "floorplanning": {
        "die-width_microns": 354,
        "core_sq_um": 122000,
        "rows": 128,
        "chip_area_sq_um": 125000,
        "ios": 163,
        "initCoreUtil_pct": 40.5,
        "fp.dieH_microns": 354,
    },
    "route": {
        "drtIter0Drc": 5786,
        "vias_per_cell": 7.28,
        "vias": 43649,
        "antenna_left": 0,
        "drc": 0,
        "routedWlPerCell_microns": 41.7,
        "routed_wirelength_microns": 250000,
        "drt_pass1_iterations": 9,
    },
    "run": {
        "warning_count": 40,
        "maxCapViolCount": 0,
    },
    "outcome": {
        "status": "finished, final reports clean",
    },
    "power": {
        "p_leak_nw": 26.6,
        "power_density_nw_per_um2": 88.9,
        "vdd_drop_max_mv": 0.0841,
    },
    "worst_hold_path": {
        "hold_class": "reg -> reg",
    },
}
-- cell type report --
type / instances / area share [%]
diodes: 21 / 0.0921
clock buffers: 161 / 5.74
multi-input cells: 2800 / 40.9
well taps: 1625 / 3.56
repair buffers: 362 / 5.50
clock inverters: 31 / 0.662
inverters: 6 / 0.0395
flip-flops and latches: 992 / 43.5
-- final timing paths --
path                                    from            to  depth (start not counted)
worst min-delay path            regs[24][22]  regs[24][22]                          1
max in group asynchronous              rst_n  regs[10][28]                          4
min in group asynchronous              rst_n   regs[1][11]                          1
worst min register to register  regs[24][22]  regs[24][22]                          1
worst max register to register    regs[1][1]    regs[1][1]                          1
worst max-delay path                inst[20]  rs2_data[31]                         10
-- power by group --
| group | internal (mW) | switching, mW | total [mW] |
|---|---|---|---|
| logic | 0.0653 | 0.233 | 0.299 |
| registers | 2.34 | 0.0167 | 2.36 |
| clock network | 1.42 | 1.00 | 2.42 |
-- cells by family (layout without fill, tap and decap cells) --
family / after synthesis / count (layout) / share of synthesized area [%]
AND-OR/OR-AND: 1111 / 1111 / 16.2
multiplexers: 1011 / 1011 / 22.9
flip-flops: 992 / 992 / 50.1
AND/OR/NAND/NOR: 678 / 678 / 6.80
buffers and inverters: 447 / 560 / 3.91
other: 0 / 21 / 0
-- worst max-delay path: cells and delay by family --
family,cells,cell delay [ns]
and+or+nand+nor,4,1.81
AOI/OAI and AO/OA,2,0.73
buffers and inverters,4,2.16
-- stage by stage --
| stage | instances | power (mW) |
|---|---|---|
| 2_1_floorplan | 4239 | 2.49 |
| 3_3_place_gp | 5785 | 2.68 |
| 3_5_place_dp | 5785 | 2.68 |
| 4_1_cts | 5977 | 5.05 |
| 5_1_grt | 5978 | 5.16 |
| 6_report | 5998 | 5.07 |
-- layout by cell type, fill, tap and decap left out, types with 11 or more instances in the layout --
master,instances
a21oi_1,156
a222oi_1,38
a22o_1,13
a22oi_1,807
a31oi_1,20
and2_1,15
buf_4,201
clkbuf_1,19
clkbuf_16,111
clkbuf_8,31
clkdlybuf4s50_1,151
clkinv_2,17
dfrtp_1,992
diode_2,21
mux2_1,179
mux2_2,817
mux2i_1,15
nand2_1,175
nand2_2,12
nand3_1,55
nand3b_1,11
nand4_1,113
nor2_1,79
nor2_4,74
nor3_1,57
nor4_1,28
o21ai_0,18
-- metal layers --
layer / part of all wire (%) / wire length (microns) / vias up / GRT usage (%)
met5: 0.18 / 442 / - / 2.34
met4: 8.6 / 21500 / 24 / 24.3
met3: 18 / 46000 / 1418 / 29.0
met2: 39 / 97400 / 4083 / 53.3
met1: 34 / 84700 / 21774 / 50.1
li1: - / - / 16350 / -
No activity file was given, so power comes from the tool's default toggle rates.
