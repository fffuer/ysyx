### /design/flow/config.mk
export PLATFORM = sky130hd
export DESIGN_NAME = IFU
export DESIGN_NICKNAME = IFU
export VERILOG_FILES = /design/flow/design.v
export SDC_FILE = /design/flow/constraint.sdc
export NUM_CORES = 4
export LEC_CHECK = 1
export CORE_AREA = 10 10 104 104
export DIE_AREA = 0 0 114 114
### /design/flow/constraint.sdc
current_design IFU

set clk_period 4.9
set clk_io_pct 0.2

create_clock -name clk0 -period $clk_period [get_ports {clk}]

set non_clock_inputs [all_inputs -no_clocks]
set_input_delay [expr $clk_period * $clk_io_pct] -clock clk0 $non_clock_inputs
set_output_delay [expr $clk_period * $clk_io_pct] -clock clk0 [all_outputs]
### /design/flow/design.v
module IFU (
    input          clk,
    input          rst_n,
    output  [31:0] mem_addr,
    output         inst
);
    reg     [31:0] pc;
    wire    [31:0] pc_next;
    wire    [31:0] pc_plus4;
    assign pc_plus4 = pc + 4;
    assign pc_next = pc_plus4;  
    always @(posedge clk or negedge rst_n) begin
        if (!rst_n) begin
            pc <= 32'h80000000;
        end
        else begin
            pc <= pc_next;
        end
    end
    assign mem_addr = pc;
endmodule
### /design/flow/run.sh
#!/bin/bash
# OpenROAD 26Q1-2900-gdf79404cd8, Yosys 0.63+post, stock flow scripts
make -C /OpenROAD-flow-scripts/flow DESIGN_CONFIG=/design/flow/config.mk WORK_HOME=/design/flow/orfs finish
==> results.txt <==
yosys + openroad results -> status complete, no violations, crit path DAT 1270 ps, post-route insts no fill 261, Max-Cap Viols 0, Sw Share 20.9%, Psw 0.105 mW, Yosys Instances 114, Post-CTS Resized 0, cts hold-fix bufs 0, PwrDens 262 nW/um2, minimum clock period 2250 ps, worst reg-to-reg path cell count 5, initial antenna violation count 0, top flop regs pc x30, FF+latch count, synth 30, critical path's top delay family flip-flops, first-pass GRT wire length 5200 um, Synth area leader dfrtp_1, RR Startpoint pc[2]$_DFF_PN0_, CTS root buffer clkbuf_8, CP endpoint kind primary output, final worst path period share 45.9%, most frequent cells after synthesis dfrtp_1 (29), xnor2_1 (19), nand2_1 (10), nand3_1 (10), xor2_1 (9), TritonCTS clock tree built, CTS sink cnt 30, Startpoint Class register, Post-synth EDFFs 0, cell internal pwr 0.398 mW, OpenROAD warning count 25, share of cells above drive strength 1 11.1%, crit path launch pc[31]$_DFF_PN1_, gp weighted congestion 0.740, Inserted Clock Buffers 5, max-slew violation count 0, main flop type after synthesis dfrtp_1, Worst Skew 3.37 ps, Min Hold Slack 489 ps, crit-path cells clkdlybuf4s50_1, Hold Crit Depth 1, syn_area_per_cell 12.0 um2, number of global-route vias before repair 902, die height 114 um, leakage 0.857 nW, Synth Instances 114, 1st-iter DRT viols 23, Reg with most FFs pc, io pins 35, Clock transition at path regs 70 ps, class of the tightest hold or removal check reg -> reg, core area 8680 um2, ANT cells 0, routed len/inst 12.2 um, port bufs 31, count of cell types in the netlist 21, Seq/Total Area, Yosys 54.8%, Area growth, synth to finish 39.8%, Required @ worst endpoint 3920 ps, Final setup viols 0, num rows 34, H-Tree Depth 2, biggest area cells dfrtp_1 (53%), xnor2_1 (12%), xor2_1 (5.7%), chip area 13000 um2, Detailed Place HPWL 2350 um, Synthesis Warnings 2, Clk pwr share 49.6%, count leader, synth dfrtp_1, Longest Clk Path Bufs 2, CP max stage delay 540 ps, post-route cell area 1920 um2, Max FO, Critical Path 2, Max-area cell share 52.9%, First-pass DRT Iterations 3, final hold violation count 0, Post-CTS Setup Bufs 0, Final TNS setup 0 ps, largest net degree at the start of global routing 31, Reg power frac 49.1%, RSZ-0062 raised after global routing no, chip area estimate from yosys synthesis 1370 um2, DP Cell Count 253, drt via density 3.56, total routed wirelength 3190 um, Comb power frac 1.3%, Area after DPL 1810 um2, detailed-route DRC error count 0, Post-synth ARST share 100%, Slowest cell on crit path dfstp_2, GR Overflow Total 0, max reg flops 30, Tightest Pin Transition 606 ps, hold_sp pc[31]$_DFF_PN1_, Max VDD drop 147 uV, FF-to-FF End pc[30]$_DFF_PN0_, utilization after layout 22.1%, WP buf/inv 1, vias 928, Mapped Area 1370 um2, hold endpoint pc[31]$_DFF_PN1_, Clock Latency Late Sink 280 ps, WS Path Type reg -> out, worst rel slew slack 59.3%, Fmax 0.444 GHz, floorplan utilization 15.8%, Tot GR Track Use 5.00%, width of the die 114 um, Post-DRT Antenna Nets 0, worst reg2reg setup slack 2980 ps
-- area by class of cell --
class	count	area (um2)
Tap cell	108	135
Timing Repair Buffer	32	318
Sequential cell	30	752
Clock buffer	5	68.8
Inverter	3	11.3
Multi-Input combinational cell	80	594
Clock inverter	3	40.0
Fill cell	953	6760
-- logic make-up (layout without fill, tap and decap cells) --
kind of cell,count (synthesis),count (layout),share of synthesized area [%]
XOR/XNOR,28,28,17.9
adder cells (fa/ha/maj),1,1,0.911
buffers and inverters,6,43,2.46
flip-flops,30,30,54.8
other,1,3,0.273
AND/OR/NAND/NOR,48,48,23.7
-- placed cells by master (no fill, tap or decap), drive strengths merged, types with 4 or more instances in the layout --
master / n
clkdlybuf4s50: 31
nor2: 6
nand3: 12
xnor2: 19
and3: 4
nor4: 4
nand4: 8
clkbuf: 5
dfrtp: 29
nand2: 10
xor2: 9
-- metal layers --
| metal | vias up | GRT usage, % | wire [um] | share of wire [%] |
|---|---|---|---|---|
| met1 | 434 | 7.35 | 1560 | 49 |
| met5 | - | 0 | 0 | 0 |
| li1 | 463 | - | - | - |
| met2 | 26 | 6.45 | 1260 | 40 |
| met4 | 0 | 0.835 | 42 | 1.3 |
| met3 | 5 | 2.55 | 322 | 10 |
-- stage by stage --
step / worst slack, ps / power [mW]
4_1_cts: 2630 / 0.515
3_3_place_gp: 2930 / 0.259
3_5_place_dp: 2940 / 0.259
6_report: 2650 / 0.504
2_1_floorplan: 3400 / 0.254
5_1_grt: 2570 / 0.528
-- worst max path at each step --
stage                          end  slack [ps]  cells past startpoint
after CTS             mem_addr[31]        2630                      1
after global routing   mem_addr[9]        2570                      1
final                 mem_addr[31]        2650                      1
-- power by group through the flow --
stage	clock network, mW	registers (mW)	logic (mW)
6_report	0.250	0.248	0.00640
4_1_cts	0.260	0.247	0.00706
5_1_grt	0.273	0.247	0.00774
Power figures rest on the tool's default switching activity, not on a simulated workload.
